==> flow/design.v <==
module knight_rider (
    input  wire CLOCK_50,      
    input  wire SW0,           
    output reg  [17:0] LEDR    
);
    reg [25:0] counter;        
    reg        direction;      
    reg [17:0] pattern;
    wire [25:0] limit = SW0 ? 26'd5_000_000 : 26'd25_000_000;  
    always @(posedge CLOCK_50) begin
        if (counter >= limit) begin
            counter <= 0;
            if (direction == 0) begin
                pattern <= pattern << 1;
                if (pattern[17]) direction <= 1;  
            end else begin
                pattern <= pattern >> 1;
                if (pattern[0]) direction <= 0;  
            end
        end else begin
            counter <= counter + 1;
        end
    end
    initial begin
        pattern   = 18'b000000000000000001;  
        direction = 0;
        counter   = 0;
    end
    always @(*) begin
        LEDR = pattern;
    end
endmodule
==> flow/run.sh <==
#!/bin/bash
# OpenROAD 26Q1-2900-gdf79404cd8, Yosys 0.63+post, stock flow scripts
make -C /OpenROAD-flow-scripts/flow DESIGN_CONFIG=/design/flow/config.mk WORK_HOME=/design/flow/orfs finish
==> flow/config.mk <==
export PLATFORM = sky130hd
export DESIGN_NAME = knight_rider
export DESIGN_NICKNAME = knight_rider
export VERILOG_FILES = /design/flow/design.v
export SDC_FILE = /design/flow/constraint.sdc
export NUM_CORES = 4
export LEC_CHECK = 1
export CORE_AREA = 10 10 114 114
export DIE_AREA = 0 0 124 124
==> flow/constraint.sdc <==
current_design knight_rider

set clk_period 6.0
set clk_io_pct 0.2

create_clock -name clk0 -period $clk_period [get_ports {CLOCK_50}]

set non_clock_inputs [all_inputs -no_clocks]
set_input_delay [expr $clk_period * $clk_io_pct] -clock clk0 $non_clock_inputs
set_output_delay [expr $clk_period * $clk_io_pct] -clock clk0 [all_outputs]
==> run summary <==
Place WS: 2160 ps
f_max: 283 MHz
Log Warnings: 27
Filler Cells Inserted: 1051
worst vdd ir: 89.7 µV
Worst-path clk slew: 90 ps
IO buf count: 19
total CTS buffers: 5
Top Layout Cells: 26 x dfxtp_1, 19 x edfxtp_1, 19 x clkdlybuf4s50_1
# IOs: 20
worst hold margin: 510 ps
die height: 124 µm
PwrDens: 190 nW/µm²
post-synth cell types: 37
RePlAce Congestion: 0.766
Synth warnings: 1
Layout area overhead: 19.3%
met2 Track Usage GR: 8.21%
Hold Startpoint: counter[25]$_SDFF_PP0_
hold_buf cts: 0
Clock Tree Root: clkbuf_8
Core Footprint: 10400 µm²
Most used DFF post-synth: dfxtp_1
Registers, synthesis: 45
sequential cell area: 1090 µm²
r2r startpoint: counter[24]$_SDFF_PP0_
initial antenna violation count: 0
Async S/R FF share, synth: 0%
slowest stage delay, CP: 690 ps
total grt overflow: 0
Mapped Avg Cell Area: 11.2 µm²
Final TNS setup: 0 ps
critical path, cell by cell: clkdlybuf4s50_1 -> ha_1 -> nand4bb_1 -> o41ai_4 -> or2_1
Tmin final: 3530 ps
worst-margin pin slew: 825 ps
Final Hold Vio Count: 0
WL/cell: 12.0 µm
critical path arrival: 3460 ps
DR vias: 1572
Final Core Density: 26.1%
RSZ-0062 raised after global routing: no
proportion of layout cells with a drive suffix above 1: 16.4%
Commonest Layout Cell: dfxtp_1
H-tree Lvls: 2
clk ins delay skew pair: 290 ps
post_cts resized: 0
Slew Viols, Final: 0
Die ar.: 15400 µm²
CTS tree: done
Total GRT Usage: 5.64%
worst min path class: register to register
DRT Pass-1 Iters: 4
Via density: 4.35
startpoint types: input pin
GR Util met3: 2.39%
Worst EP required: 5930 ps
number of enable flip-flop cells: 19
Setup crit start: SW0
WS Path Type: input pin to register
FP Util: 21.9%
die width: 124 µm
M1 GR Usage: 8.00%
CTS sink count: 45
row count: 37
DRT Wirelength: 4.34 mm
largest net degree at the start of global routing: 26
cycle use final: 58.8%
DRT antenna net count: 0
HPWL after DPL: 2.90 mm
Post-CTS Repair Setup Buffers: 0
Crit. End Element: register
1st-iter DRT viols: 110
YS chip area: 2280 µm²
clk buf depth: 2
Critical-path top delay cell: or2_1
Comb gate area: 1120 µm²
Cells after Synth: 204
CP max FO: 19
outcome: completed
cell area after synthesis: 2280 µm²
fin worst setup slack: 2470 ps
vias in the first global route: 1490
drc violations: 0
Top Usage Layer GRT: met2
Ant. Diodes: 0
Setup violations, final: 0
Tot Pwr: 0.515 mW
Slew Limit Headroom: 45.0%
Seq share, synth: 47.9%
first-pass GRT wire length: 7.17 mm
Max-cap violations: 0
Leak: 0.998 nW
clock skew: 5.11 ps
# Cells Yosys: 204
==> power by group <==
group          internal (mW)  switching [mW]  total, mW
clock network         0.0850           0.110      0.195
logic                0.00194         0.00236    0.00430
registers              0.316               0      0.316
==> metal layers <==
metal	part of all wire [%]	wire, µm
met1	50	2190
met2	41	1780
met3	8.0	349
met4	0.67	29
met5	0	0
==> worst max-delay path: cells and delay by family <==
family	cells	cell delay (ps)
AND/OR/NAND/NOR	2	920
AND-OR/OR-AND	1	410
buffers and inverters	1	550
adder cells (fa/ha/maj)	1	370
==> synthesized netlist by cell type, types with 3 or more instances <==
library cell	count	area (µm²)
nand3_1	6	30.0
edfxtp_1	19	571
xnor2_1	11	96.3
nor2_1	4	15.0
a211oi_2	4	50.1
ha_1	10	125
clkbuf_1	5	18.8
nor3_1	17	85.1
a211oi_1	10	75.1
or3_1	10	62.6
o21ai_1	10	50.1
nand2_1	6	22.5
mux2_2	16	180
and4_1	3	26.3
o31ai_1	3	22.5
inv_1	10	37.5
dfxtp_1	26	521
nand4_1	6	37.5
or4_1	3	22.5
a21oi_1	3	15.0
==> final cells by class <==
cell class,instances,area share (%)
clock buffer,5,2.53
timing repair buffer,21,7.55
clock inverter,3,0.921
sequential,45,40.2
tap,136,6.26
multi-input combinational,141,41.2
inverter,10,1.38
==> logic make-up after synthesis <==
group                    Yosys count  synth area share [%]
adder cells (fa/ha/maj)           10                  5.49
XOR/XNOR                          12                  4.62
multiplexers                      17                  8.35
AND/OR/NAND/NOR                   68                  18.9
AND-OR/OR-AND                     34                  11.0
buffers and inverters             18                  3.68
flip-flops                        45                  47.9
==> sequential cells by signal, indices dropped and copies added (netlist names) <==
signal,cells
counter,26
direction,1
pattern,18
==> metrics by stage <==
stage	instances	cell area (µm²)
floorplan	204	2280
global placement	353	2620
detailed placement	353	2620
CTS	361	2720
global route	361	2720
finish	361	2720
==> final timing paths <==
kind         slack (ps)                     end  cells past startpoint
min reg2reg         510  counter[25]$_SDFF_PP0_                      2
max                2470   pattern[11]$_DFFE_PP_                      5
max reg2reg        3660   pattern[11]$_DFFE_PP_                      4
min                 510  counter[25]$_SDFF_PP0_                      2
No activity file was given, so power comes from the tool's default toggle rates.
