==> design.v <==
module hex_viewer (
    input  wire        CLOCK_50,   
    input  wire [17:0] SW,         
    input  wire [3:0]  KEY,        
    output reg  [6:0]  HEX0        
);
    wire [3:0] nibble = SW[3:0];
    reg [3:0] prev_sw = 4'd0;
    reg [3:0] anim_count = 4'd0;
    reg       anim_active = 1'b0;
    reg  [25:0] div_cnt = 26'd0;
    wire [25:0] limit   = SW[4] ? 26'd5_000_000 : 26'd25_000_000;  
    wire        tick    = (div_cnt >= limit);
    always @(posedge CLOCK_50) begin
        if (!KEY[0]) begin
            div_cnt <= 26'd0;
        end else if (tick) begin
            div_cnt <= 26'd0;
        end else begin
            div_cnt <= div_cnt + 1'b1;
        end
    end
    always @(posedge CLOCK_50) begin
        if (!KEY[0]) begin
            prev_sw     <= 4'd0;
            anim_count  <= 4'd0;
            anim_active <= 1'b0;
        end else begin
            if (nibble != prev_sw) begin
                prev_sw     <= nibble;    
                anim_count  <= 4'd0;
                anim_active <= 1'b1;      
            end else if (anim_active && tick) begin
                if (anim_count < 4'd6)
                    anim_count <= anim_count + 1'b1;
                else
                    anim_active <= 1'b0;  
            end
        end
    end
    function [6:0] hex_to_7seg;
        input [3:0] val;
        case (val)
            4'h0: hex_to_7seg = 7'b100_0000;
            4'h1: hex_to_7seg = 7'b111_1001;
            4'h2: hex_to_7seg = 7'b010_0100;
            4'h3: hex_to_7seg = 7'b011_0000;
            4'h4: hex_to_7seg = 7'b001_1001;
            4'h5: hex_to_7seg = 7'b001_0010;
            4'h6: hex_to_7seg = 7'b000_0010;
            4'h7: hex_to_7seg = 7'b111_1000;
            4'h8: hex_to_7seg = 7'b000_0000;
            4'h9: hex_to_7seg = 7'b001_0000;
            4'hA: hex_to_7seg = 7'b000_1000;
            4'hB: hex_to_7seg = 7'b000_0011;
            4'hC: hex_to_7seg = 7'b100_0110;
            4'hD: hex_to_7seg = 7'b010_0001;
            4'hE: hex_to_7seg = 7'b000_0110;
            4'hF: hex_to_7seg = 7'b000_1110;
            default: hex_to_7seg = 7'b111_1111;  
        endcase
    endfunction
    always @(*) begin
        if (anim_active) begin
            case (anim_count)
                4'd0: HEX0 = 7'b111_1111;  
                4'd1: HEX0 = 7'b111_1110;  
                4'd2: HEX0 = 7'b111_1100;  
                4'd3: HEX0 = 7'b111_1000;  
                4'd4: HEX0 = 7'b111_0000;  
                4'd5: HEX0 = 7'b110_0000;  
                default: HEX0 = hex_to_7seg(prev_sw);
            endcase
        end else begin
            HEX0 = hex_to_7seg(prev_sw);
        end
    end
endmodule
==> run.sh <==
#!/bin/bash
# OpenROAD 26Q1-2900-gdf79404cd8, Yosys 0.63+post, stock flow scripts
make -C /OpenROAD-flow-scripts/flow DESIGN_CONFIG=/design/flow/config.mk WORK_HOME=/design/flow/orfs finish
==> config.mk <==
export PLATFORM = sky130hd
export DESIGN_NAME = hex_viewer
export DESIGN_NICKNAME = hex_viewer
export VERILOG_FILES = /design/flow/design.v
export SDC_FILE = /design/flow/constraint.sdc
export NUM_CORES = 4
export LEC_CHECK = 1
export CORE_UTILIZATION = 30
==> constraint.sdc <==
current_design hex_viewer

set clk_period 5.1
set clk_io_pct 0.2

create_clock -name clk0 -period $clk_period [get_ports {CLOCK_50}]

set non_clock_inputs [all_inputs -no_clocks]
set_input_delay [expr $clk_period * $clk_io_pct] -clock clk0 $non_clock_inputs
set_output_delay [expr $clk_period * $clk_io_pct] -clock clk0 [all_outputs]
==> flow_summary_export.csv <==
group,metric,value,unit
yosys,post-synth-top-count-cell,"sky130_fd_sc_hd__dfxtp_1",
yosys,synthAoiAreaFrac,7.17,%
final_layout,post_route_cells_drive_above_1_share,12.8,%
yosys,synthesis.instances,261,
yosys,ys_sh_mux,4.98,%
global_route,via_count_of_the_first_global_routing_pass,1558,
final_layout,flow.area_growth_from_synthesis,10.8,%
yosys,numSynthFlops,35,
global_route,grt_max_degree,19,
clocking,clk_pin_slew,0.06,ns
detailed_routing,antenna_left,0,
floorplan,design.die.area,8150,um^2
critical_path,cp_cell_sequence,"clkdlybuf4s50_1 > inv_1 > ha_1 > a21oi_1 > nand2_1 > a31o_1 > or3_2 > buf_4 > a21oi_1",
floorplan,top_level_port_count,30,
critical_path,critPathArrivalTime,3.83,ns
yosys,yosys_warnings,1,
detailed_routing,detailedRoute.firstIterationViolations,54,
yosys,synth-simple-area-share,30.9,%
detailed_routing,route.antenna.diode_count,0,
yosys,postSynth.asyncResetShare,0,%
yosys,ys_chip_area,2340,um^2
critical_path,end_kind,"flip-flop",
yosys,largest_area_cell,"sky130_fd_sc_hd__dfxtp_1",
timing,clock_skew,0.00637,ns
timing,report.final.setup_viol,0,
critical_path,timing.critical_path.required,5.31,ns
flow_run,drv_cap,0,
placed_design,place.port_buffers,13,
critical_path,cpPeakStageDelay,0.78,ns
final_layout,fin_area,2590,um^2
timing,report.final.slew_viol_count,0,
critical_path,worstSetupPathType,"in2reg",
yosys,synth.yosys.num_cells,261,
global_route,antenna_found_initial,0,
yosys,number_of_enable_type_register_cells_in_the_synthesized_netlist,0,
timing,period_minus_slack,3.62,ns
floorplan,floorplan.initialDensity,31.6,%
power,power.ir.vdd_worst,0.137,mV
critical_path,regToRegStartpoint,"div_cnt[16]",
critical_path,worstSetupStartpointType,"input port",
timing,final-hold-violation-count,0,
flow_run,warnings,51,
final_layout,layout.cells.non_filler,372,
global_route,gr-total-overflow,0,
placed_design,gp_congestion,0.808,
yosys,top_cell_area_share,30.0,%
critical_path,reg2regPathDepth,7,
critical_path,critical_path_s_slowest_cell,"sky130_fd_sc_hd__or3_2",
clocking,clockRootBuffer,"sky130_fd_sc_hd__clkbuf_8",
critical_path,path_max_fanout,18,
detailed_routing,firstDrtPassIters,4,
floorplan,core.rowCount,31,
detailed_routing,via_count,1724,
clocking,ctsLongestPathBuffers,2,
yosys,synth-xor-area-share,10.1,%
placed_design,post-dp-hpwl,2.89,mm
global_route,grtUsageTotal,10.2,%
yosys,synth.cells.most_frequent,"sky130_fd_sc_hd__dfxtp_1, sky130_fd_sc_hd__nand2_1, sky130_fd_sc_hd__ha_1",
global_route,grt_pass1_wl,6.95,mm
floorplan,chipHeight,90.3,um
timing,fin_setup_tns,0,ns
placed_design,pre_cts_slack,1.20,ns
yosys,synthesis.area,2340,um^2
clocking,cts-buffers-inserted,5,
yosys,adder_cell_area_share_of_the_yosys_netlist,10.7,%
detailed_routing,drt_drc_violations_left,0,
critical_path,r2r-end,"div_cnt[25]",
yosys,synthFlopType,"sky130_fd_sc_hd__dfxtp_1",
timing,timing.max_slew.rel_slack,48.1,%
yosys,netlist-cell-type-count,45,
clocking,clock-sinks,35,
detailed_routing,wire_length_per_cell_after_detailed_routing,10.6,um
detailed_routing,post_drt_via_cell_ratio,4.63,
run_status,status,"finished clean",
floorplan,die.size.x,90.3,um
critical_path,cp-startpoint,"SW[4]",
clocking,postCtsHoldBufs,0,
timing,maxClockFrequency,276,MHz
clocking,postCtsSetupRepairBufs,0,
yosys,synthTopCellsByArea,"sky130_fd_sc_hd__dfxtp_1, sky130_fd_sc_hd__ha_1, sky130_fd_sc_hd__nor2_4",
worst_hold_path,worstHoldPathType,"reg2reg",
timing,worst_pin_slew,0.772,ns
yosys,topCombFamilyByArea,"simple AND/OR/NAND/NOR gates",
critical_path,timing.reg2reg.setup_slack,2.54,ns
timing,post-route-period-util,71.0,%
critical_path,worstSetupEndpoint,"div_cnt[25]",
power,leakage,0.895,nW
clocking,htreeDepth,2,
clocking,tritoncts,"yes",
timing,worst_slack,1.48,ns
timing,setup_repair_after_global_routing_missed_its_margin,"false",
floorplan,design.core.area,7410,um^2
critical_path,worst_path_most_repeated_cell,"sky130_fd_sc_hd__a21oi_1",
yosys,synth.avg_cell_area,8.96,um^2
power,powerDensity,205,nW/um^2
clocking,post_cts_resized,0,
placed_design,dp.cells,364,
clocking,clock_latency,0.28,ns
detailed_routing,wl,3.94,mm
placed_design,post_dp_cell_area,2510,um^2
yosys,yosys.stat.seqShare,30.0,%
[metrics by stage]
| step | power [mW] | hold WS, ns | util, % |
|---|---|---|---|
| 6_report | 0.532 | 0.467 | 35.0 |
| 3_5_place_dp | 0.350 | 0.459 | 33.9 |
| 5_1_grt | 0.565 | 0.488 | 35.0 |
| 2_1_floorplan | 0.331 | 0.433 | - |
| 3_3_place_gp | 0.349 | 0.452 | 33.9 |
| 4_1_cts | 0.543 | 0.469 | 35.0 |
[registers in the layout, indices dropped and copies added (netlist names)]
| register | flops |
|---|---|
| anim_active | 1 |
| anim_count | 4 |
| div_cnt | 26 |
| prev_sw | 4 |
[how the worst min path moves through the flow]
stage	start	end	depth (start not counted)
after global routing	div_cnt[25]	div_cnt[25]	2
after CTS	div_cnt[25]	div_cnt[25]	2
final	div_cnt[25]	div_cnt[25]	2
[where the power goes]
part | internal, mW | leakage (nW) | switching, mW
clock network | 0.0957 | 0.0422 | 0.0933
registers | 0.278 | 0.284 | 0.00763
logic | 0.0298 | 0.569 | 0.0279
total | 0.403 | 0.895 | 0.129
[cell families after synthesis]
family / Yosys count
buffers and inverters: 24
xor gates and xnor gates: 27
AOI/OAI and AO/OA: 27
adders and majority gates: 20
DFF: 35
and+or+nand+nor: 118
muxes: 10
[cells in the final DEF, fill, tap and decap left out, types with 3 or more instances in the layout]
cell / netlist / final
sky130_fd_sc_hd__a21oi_1: 7 / 7
sky130_fd_sc_hd__and2_1: 6 / 6
sky130_fd_sc_hd__clkbuf_8: 0 / 5
sky130_fd_sc_hd__clkdlybuf4s50_1: 0 / 13
sky130_fd_sc_hd__dfxtp_1: 35 / 35
sky130_fd_sc_hd__ha_1: 20 / 20
sky130_fd_sc_hd__inv_1: 14 / 14
sky130_fd_sc_hd__mux2_2: 3 / 3
sky130_fd_sc_hd__mux2i_1: 6 / 6
sky130_fd_sc_hd__nand2_1: 23 / 23
sky130_fd_sc_hd__nand3_1: 14 / 14
sky130_fd_sc_hd__nand4_1: 8 / 8
sky130_fd_sc_hd__nor2_1: 15 / 15
sky130_fd_sc_hd__nor2_4: 18 / 18
sky130_fd_sc_hd__nor3_1: 10 / 10
sky130_fd_sc_hd__nor4_1: 6 / 6
sky130_fd_sc_hd__o21ai_0: 9 / 9
sky130_fd_sc_hd__xnor2_1: 19 / 19
sky130_fd_sc_hd__xor2_1: 8 / 8
[final cells by class]
cell class	count	area, um^2
clock buffer	7	76.3
sequential	35	701
timing repair buffer	14	138
clock inverter	1	5.00
multi-input combinational	202	1500
tap	99	124
inverter	14	52.6
fill	755	4820
[metal layers]
layer,part of all wire (%),up-vias,global-route usage (%)
met5,0,-,0
met4,1.0,0,1.21
met3,3.4,4,1.79
met2,42,20,15.2
met1,53,772,16.0
li1,-,928,-
[critical path, delay by kind of cell]
| family | cells | cell delay [ns] |
|---|---|---|
| fa+ha+maj | 1 | 0.33 |
| buf+inv | 3 | 1.12 |
| simple gates | 2 | 0.85 |
| compound gates | 3 | 0.50 |
Power figures rest on the tool's default switching activity, not on a simulated workload.
