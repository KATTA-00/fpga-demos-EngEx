==> design.v <==
module updown_counter (
    input  wire        CLOCK_50,   
    input  wire [2:0]  SW,         
    output reg  [17:0] LEDR        
);
    reg  [25:0] div_cnt = 26'd0;
    wire [25:0] limit   = SW[2] ? 26'd5_000_000 : 26'd25_000_000;  
    wire        tick    = (div_cnt == limit);
    always @(posedge CLOCK_50) begin
        if (tick) begin
            div_cnt <= 26'd0;
        end else begin
            div_cnt <= div_cnt + 1'b1;
        end
    end
    wire run    = SW[0];
    wire dir_up = SW[1];
    always @(posedge CLOCK_50) begin
        if (run && tick) begin
            if (dir_up)
                LEDR <= LEDR + 18'd1;
            else
                LEDR <= LEDR - 18'd1;
        end
    end
endmodule
==> run.sh <==
#!/bin/bash
# OpenROAD 26Q1-2900-gdf79404cd8, Yosys 0.63+post, stock flow scripts
make -C /OpenROAD-flow-scripts/flow DESIGN_CONFIG=/design/flow/config.mk WORK_HOME=/design/flow/orfs finish
==> config.mk <==
export PLATFORM = sky130hd
export DESIGN_NAME = updown_counter
export DESIGN_NICKNAME = updown_counter
export VERILOG_FILES = /design/flow/design.v
export SDC_FILE = /design/flow/constraint.sdc
export NUM_CORES = 4
export LEC_CHECK = 1
export CORE_UTILIZATION = 40
==> constraint.sdc <==
current_design updown_counter

set clk_period 5.2
set clk_io_pct 0.2

create_clock -name clk0 -period $clk_period [get_ports {CLOCK_50}]

set non_clock_inputs [all_inputs -no_clocks]
set_input_delay [expr $clk_period * $clk_io_pct] -clock clk0 $non_clock_inputs
set_output_delay [expr $clk_period * $clk_io_pct] -clock clk0 [all_outputs]
==> impl_metrics.json <==
{
  "criticalPathCategory": "input pin to flop",
  "post_cts_buffers": 0,
  "crit_cells": 9,
  "rows": 28,
  "drive_above_1_share_pct": 3.767,
  "min_period_over_period_pct": 69.30,
  "crit_path_max_fanout": 16,
  "drc": 0,
  "netlist_area_um2": 2535,
  "cts_tree": "done",
  "top_cells_by_count": "nor2_1 (29), dfxtp_1 (26), nand2_1 (25)",
  "cpMostUsedCell": "nor2b_1",
  "max_freq_ghz": 0.2775,
  "whs_ps": 462.3,
  "async_flop_share_pct": 0,
  "startpoint_type": "input pin",
  "cp_slowest_stage_delay_ps": 500,
  "end_kind": "flop",
  "yosysWarnings": 1,
  "setup_violations": 0,
  "antenna_left": 0,
  "top_cell": "nor2_1",
  "fill_cells": 575,
  "crit_start": "SW[1]",
  "dp_hpwl_um": 3624,
  "area_growth_pct": 14.31,
  "rr_worst_depth": 5,
  "diodes": 0,
  "io_pins": 22,
  "slew_violations": 0,
  "cts_hold_buf": 0,
  "totalWireLength_um": 4884,
  "worstPathRequired_ps": 5240,
  "skew_ps": 7.734,
  "outcome": "finished clean",
  "die_y_um": 81.61,
  "grt_pass1_vias": 1776,
  "grt_max_degree": 19,
  "maxCapViolCount": 0,
  "ir_drop_mv": 0.1663,
  "vias_per_cell": 5.289,
  "rsz0062_at_grt": "no",
  "ys_chip_area_um2": 2535,
  "place_congestion": 0.8296,
  "leakagePower_nw": 1.102,
  "top_cells_by_area": "edfxtp_1 (21%), dfxtp_1 (21%), ha_1 (8.9%), xor2_1 (7.9%), xnor2_1 (5.5%)",
  "cts_made_buffers": 5,
  "hold_path.class": "flop to flop",
  "grt_usage_pct": 16.54,
  "endpoint": "LEDR[16]$_DFFE_PP_",
  "dieArea_um2": 6659,
  "ys_types": 40,
  "clk_latency_ps": 290,
  "slew-limit-headroom_pct": 44.49,
  "post_cts_resized": 0,
  "cp_top_family": "buffers and inverters",
  "first_iter_violations": 103,
  "met1_usage_pct": 25.84,
  "dieWidth_um": 81.61,
  "ys_ff": 44,
  "yosys.area.top_type": "edfxtp_1",
  "cts_max_level": 2,
  "synthFlopType": "dfxtp_1",
  "tool_warnings": 26,
  "portBuffers": 21,
  "synth.top_cell.area_share_pct": 21.32,
  "rr_endpoint": "LEDR[11]$_DFFE_PP_",
  "synth.avg_cell_area_um2": 9.459,
  "core_um2": 6026,
  "clockBufferDepth": 2,
  "tightest_slew_ps": 832.7,
  "min_period_ps": 3604,
  "arrival_ps": 3640,
  "gr-total-overflow": 0,
  "vias": 1941,
  "wl_per_cell_um": 13.31,
  "gr-max-usage-layer": "met2",
  "yosysSeqAreaShare_pct": 41.86,
  "use_met3_pct": 2.480,
  "clk_pin_slew_worst_paths_ps": 80,
  "regToRegStartpoint": "div_cnt[12]$_SDFF_PN0_",
  "cpMaxStageDelayCell": "inv_1",
  "cts-root-buf": "clkbuf_8",
  "crit_path_cell_trace": "clkdlybuf4s50_1 -> inv_1 -> ha_1 -> nor2b_1 -> o31ai_1 -> a211oi_1 -> nor2b_1 -> o311ai_1 -> xor2_1",
  "use_met2_pct": 26.00,
  "powerDensity_nw_per_um2": 265.1,
  "r2r_setup_slack_ps": 2890,
  "grt_pass1_wl_um": 8245,
  "edf_count": 18,
  "tns_ps": 0,
  "synthCells": 268,
  "antenna_found_initial": 0,
  "fp_util_pct": 42.07,
  "dr.pass1.iters": 4,
  "path_buffers": 2,
  "yosys-stat-cells": 268,
  "cts.sinks": 44,
  "hold_viol": 0
}
## metrics by stage
step / total power [mW] / utilization [%] / cell area [µm²] / instances / worst slack, ps
2_1_floorplan: 0.5424 / - / 2535 / 268 / 2185
3_3_place_gp: 0.5725 / 46.72 / 2815 / 359 / 1329
3_5_place_dp: 0.5722 / 46.72 / 2815 / 359 / 1287
4_1_cts: 0.7807 / 48.09 / 2898 / 367 / 1598
5_1_grt: 0.8202 / 48.09 / 2898 / 367 / 1390
6_report: 0.7682 / 48.09 / 2898 / 367 / 1596
## per-layer routing
| metal | up-vias | part of all wire, % | routed length (µm) |
|---|---|---|---|
| met5 | - | 0 | 0 |
| met2 | 37 | 46 | 2244 |
| li1 | 1012 | - | - |
| met1 | 890 | 50 | 2449 |
| met3 | 2 | 3.4 | 164 |
| met4 | 0 | 0.51 | 25 |
## placed cells by master (no fill, tap or decap), types with 4 or more instances in the layout
master / n
dfxtp_1: 26
ha_1: 18
nor2b_1: 5
nand4_1: 11
nor3_1: 4
a21oi_1: 17
inv_1: 8
xor2_1: 23
xnor2_1: 16
clkdlybuf4s50_1: 21
o21ai_0: 8
nand3_1: 14
nor2_1: 29
clkbuf_8: 5
edfxtp_1: 18
nor4_1: 4
nand2_1: 25
## flip-flops by register name, indices dropped and copies added (netlist names)
name,count
LEDR,18
div_cnt,26
## area by class of cell
class	instances	area, µm²	area share, %
inverters	8	30.03	1.036
clock inverters	3	13.76	0.4750
clock buffers	5	68.82	2.375
repair buffers	22	217.7	7.513
well taps	75	93.84	3.238
flip-flops and latches	44	1061	36.61
multi-input cells	210	1413	48.75
## report_power, final
group          switching (mW)  internal [mW]  total (mW)
clock network           0.113         0.0913       0.204
registers              0.0431          0.396       0.439
logic                  0.0619         0.0636       0.126
total                   0.218          0.550       0.768
## worst min path at each step
stage                      start                endpoint  slack (ps)  cells past startpoint
4_1_cts   div_cnt[25]$_SDFF_PN0_  div_cnt[25]$_SDFF_PN0_         460                      1
5_1_grt   div_cnt[25]$_SDFF_PN0_  div_cnt[25]$_SDFF_PN0_         480                      1
6_report  div_cnt[25]$_SDFF_PN0_  div_cnt[25]$_SDFF_PN0_         460                      1
## kinds of logic after synthesis
| family | count (synthesis) | share of synthesized area [%] |
|---|---|---|
| flip-flops | 44 | 41.86 |
| XOR/XNOR | 39 | 13.47 |
| buffers and inverters | 14 | 2.418 |
| adder cells (fa/ha/maj) | 19 | 9.674 |
| AND/OR/NAND/NOR | 108 | 21.87 |
| AND-OR/OR-AND | 44 | 10.71 |
No activity file was given, so power comes from the tool's default toggle rates.
